===== design/flow/config.mk =====
export PLATFORM = sky130hd
export DESIGN_NAME = top
export DESIGN_NICKNAME = top
export VERILOG_FILES = /design/flow/design.v
export SDC_FILE = /design/flow/constraint.sdc
export NUM_CORES = 4
export LEC_CHECK = 1
export CORE_AREA = 10 10 84 84
export DIE_AREA = 0 0 94 94

===== design/flow/constraint.sdc =====
current_design top

set clk_period 5.4
set clk_io_pct 0.2

create_clock -name clk0 -period $clk_period [get_ports {CLK}]

set non_clock_inputs [all_inputs -no_clocks]
set_input_delay [expr $clk_period * $clk_io_pct] -clock clk0 $non_clock_inputs
set_output_delay [expr $clk_period * $clk_io_pct] -clock clk0 [all_outputs]

===== design/flow/design.v =====
module top (
    input CLK,     
    output LED,    
    output USBPU   
);
    assign USBPU = 0;
    reg [25:0] blink_counter = 0;
    wire [31:0] blink_pattern = 32'b101010001110111011100010101;
    always @(posedge CLK) begin
        blink_counter <= blink_counter + 1;
    end
    assign LED = blink_pattern[blink_counter[25:21]];
endmodule

===== design/flow/run.sh =====
#!/bin/bash
# OpenROAD 26Q1-2900-gdf79404cd8, Yosys 0.63+post, stock flow scripts
make -C /OpenROAD-flow-scripts/flow DESIGN_CONFIG=/design/flow/config.mk WORK_HOME=/design/flow/orfs finish

==> flow_metrics.env <==
# source this file to load flow results
export IMPL_synthMostInstantiatedCell="dfxtp_1"
export IMPL_top_regs="blink_counter (26)"
export IMPL_fill_cells=563
export IMPL_wl_per_cell_um=7.99
export IMPL_synthTopCellsByCount="dfxtp_1, xnor2_1, nand3_1"
export IMPL_synth_flops=26
export IMPL_placed_cells=168
export IMPL_cts_buffer_depth=2
export IMPL_cp_slowest_cell="clkdlybuf4s50_1"
export IMPL_die_x_um=94
export IMPL_postCtsSetupRepairBufs=0
export IMPL_post_route_util_pct=22.5
export IMPL_synth_main_ff_cell="dfxtp_1"
export IMPL_max_stage_delay_ns=0.51
export IMPL_cp_end_kind="output port"
export IMPL_routed_wirelength_um=1370
export IMPL_tns_ns=0
export IMPL_cts_resized=0
export IMPL_cts_max_level=1
export IMPL_warning_count=25
export IMPL_synth_area_um2=1040
export IMPL_synthDominantCellAreaShare_pct=50.0
export IMPL_yosys_area_um2=1040
export IMPL_core_area_um2=5200
export IMPL_synthCells=98
export IMPL_rsz0062_at_grt="no"
export IMPL_min_path_type="reg2reg"
export IMPL_dr_pass1_iters=4
export IMPL_edf_count=0
export IMPL_drc=0
export IMPL_chipArea_um2=8840
export IMPL_syn_to_final_growth_pct=12.6
export IMPL_antennaDiodeCount=0
export IMPL_antenna_found_initial=0
export IMPL_cp_start_kind="flip-flop"
export IMPL_logic_area_um2=505
export IMPL_grt_pass1_vias=575
export IMPL_yosysTopAreaCell="dfxtp_1"
export IMPL_hold_viol_final=0
export IMPL_viasPerCell=3.69
export IMPL_cap_violations=0
export IMPL_holdBufCountCts=0
export IMPL_required_ns=4.32
export IMPL_slew_viol_final=0
export IMPL_crit_chain="nor2_1 > a21o_1 > a222oi_1 > clkdlybuf4s50_1"
export IMPL_drtIter0Drc=47
export IMPL_cts_sinks=26
export IMPL_path_class="reg2out"
export IMPL_drive_above_1_share_pct=6.93
export IMPL_via_count=631
export IMPL_largest_register="blink_counter"
export IMPL_die_h_um=94
export IMPL_ys_seq_share_pct=50.0
export IMPL_syn_avg_cell_area_um2=10.6
export IMPL_clock_latency_ns=0.26
export IMPL_grt_use_total_pct=3.23
export IMPL_powerDensity_nw_per_um2=251
export IMPL_rows=26
export IMPL_antenna_left=0
export IMPL_setup_ws_ns=2.64
export IMPL_register_area_um2=520
export IMPL_p_leak_nw=0.418
export IMPL_ir_drop_mv=0.0817
export IMPL_fp_utilization_pct=20.0
export IMPL_setup_viol=0
export IMPL_cts_made_buffers=3
export IMPL_cp_data_arrival_time_ns=1.68
export IMPL_dp_worst_setup_slack_ns=2.92
export IMPL_largest_reg_flops=26
export IMPL_crit_path_max_fanout=5
export IMPL_cpLargestDelayFamily="buffers and inverters"
export IMPL_root_buffer="clkbuf_8"
export IMPL_ys_cells=98
export IMPL_final_cells=171
export IMPL_globalplace_congestion=0.759
export IMPL_grt_overflow=0
export IMPL_finalCritPeriodShare_pct=51.1
export IMPL_period_minus_slack_ns=2.76
export IMPL_critPathBufInv=1
export IMPL_synth_cell_type_count=22
export IMPL_io_pins=3
export IMPL_top_cells_by_area="dfxtp_1, xnor2_1, xor2_1, nand3_1, nor3_4"
export IMPL_status="finished clean"
export IMPL_fmax_mhz=362
export IMPL_finClkSkew_ns=0.00155
export IMPL_path_clk_slew_ns=0.08
export IMPL_grt_pass1_wl_um=2480
export IMPL_yosysWarnings=1
export IMPL_async_reset_ff_share_pct=0
export IMPL_grt_max_degree=14
export IMPL_hpwl_um=985
export IMPL_cts_tree="done"
export IMPL_io_buffers=1
-- layout by cell type (no fill, tap or decap) --
master,netlist,layout
nand4_4,1,1
a22o_1,1,1
nand2_1,6,6
nand3_1,11,11
xor2_1,8,8
a222oi_1,1,1
clkdlybuf4s50_1,0,1
nor3b_2,1,1
xnor2_1,16,16
nand2b_1,1,1
nor2_1,6,6
nor3_4,2,2
and2_1,1,1
inv_1,2,2
nand4_1,5,5
conb_1,1,1
and3_1,3,3
a21o_1,1,1
clkbuf_8,0,3
dfxtp_1,26,26
ha_1,1,1
and4_1,2,2
nor4_1,1,1
-- path summary, 6_finish.rpt --
path / startpoint / end / slack (ns) / cells after the start
min reg2reg: blink_counter[0] / blink_counter[0] / 0.43 / 1
max reg2reg: blink_counter[0] / blink_counter[20] / 3.89 / 5
max: blink_counter[24] / LED / 2.64 / 4
min: blink_counter[0] / blink_counter[0] / 0.43 / 1
-- final cells by class --
class,count,share of cell area (%)
well taps,70,7.47
inverters,2,0.640
repair buffers,1,0.854
multi-input cells,69,43.1
flip-flops and latches,26,44.4
clock buffers,3,3.52
-- metrics by stage --
step	cell area [µm²]	power (mW)	hold WS, ns
finish	1170	0.295	0.428
global route	1170	0.305	0.450
CTS	1170	0.299	0.425
detailed placement	1130	0.196	0.403
global placement	1130	0.196	0.400
floorplan	1040	0.197	0.383
-- routing by layer --
layer	track usage [%]	vias to the layer above	part of all wire, %
li1	-	343	-
met1	4.72	277	55
met3	0.646	2	3.5
met4	0.886	0	2.1
met2	4.72	9	39
met5	0	-	0
-- report_power, final --
part           internal [mW]  switching [mW]
Sequential             0.191               0
Clock                 0.0497          0.0534
Combinational              0       0.0000329
-- cell families after synthesis --
group / Yosys count / synth area share (%)
AOI/OAI and AO/OA: 3 / 2.52
xor gates and xnor gates: 24 / 20.2
adders and majority gates: 1 / 1.20
buffers and inverters: 3 / 1.44
DFF: 26 / 50.0
other: 1 / 0.360
and+or+nand+nor: 40 / 24.3
Power and IR drop assume default switching activity.
